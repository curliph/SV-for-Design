==> flow/constraint.sdc <==
current_design cam_core

set clk_period 4.5
set clk_io_pct 0.2

create_clock -name clk0 -period $clk_period [get_ports {clk}]

set non_clock_inputs [all_inputs -no_clocks]
set_input_delay [expr $clk_period * $clk_io_pct] -clock clk0 $non_clock_inputs
set_output_delay [expr $clk_period * $clk_io_pct] -clock clk0 [all_outputs]
==> flow/design.v <==
interface cpu_if (
    input logic clk,
    input logic reset
);
logic         timeout;
logic         read;
logic         write;
logic  [31:0] write_data;
logic  [31:2] address;
logic  [31:0] read_data;
logic         access_complete;
logic         invalid_address;
logic         invalid_access;
modport Slave (
    input  clk,
    input  reset,
    input  timeout,
    input  read,
    input  write,
    input  write_data,
    input  address,
    output read_data,
    output access_complete,
    output invalid_address,
    output invalid_access
);
modport Master (
    input  clk,
    input  reset,
    output timeout,
    output read,
    output write,
    output write_data,
    output address,
    input  read_data,
    input  access_complete,
    input  invalid_address,
    input  invalid_access
);
endinterface
module cam_core #(
  parameter DATA_WIDTH = 32,
  parameter ADDR_WIDTH = 5
  ) (
  input  logic                  clk,
  input  logic                  reset,
  input  logic                  cam_we,
  input  logic [ADDR_WIDTH-1:0] cam_addr,
  input  logic [DATA_WIDTH-1:0] cam_data,
  input  logic                  cam_valid,
  input  logic [DATA_WIDTH-1:0] lookup_data,
  output logic [ADDR_WIDTH-1:0] lookup_addr,
  output logic                  lookup_hit
);
  localparam ADDR_DEPTH = 2**ADDR_WIDTH;
  logic [DATA_WIDTH-0:0] lookup_table [ADDR_DEPTH];
  logic [ADDR_DEPTH-1:0] lookup_hit_onehot;
  logic [ADDR_DEPTH-1:0] lookup_hit_bin;
  always_ff @(posedge clk) begin
    if (cam_we) begin
      lookup_table[cam_addr] <= {cam_valid,cam_data};
    end
  end
  genvar i;
  generate for (i=0; i<ADDR_DEPTH; i++) begin : lookup_gen
    assign lookup_hit_onehot[i] = lookup_table[i] == {1'b1,lookup_data};
  end endgenerate
  always_comb begin
    lookup_hit_bin = 0;
    for (int j=0; j<ADDR_DEPTH; j++) begin
      if (lookup_hit_onehot[j]) begin
        lookup_hit_bin |= j[ADDR_DEPTH-1:0];
      end
    end
  end
  always_ff @(posedge clk) begin
    lookup_addr <= lookup_hit_bin;
    lookup_hit  <= |lookup_hit_onehot;
  end
endmodule
==> flow/config.mk <==
export PLATFORM = sky130hd
export DESIGN_NAME = cam_core
export DESIGN_NICKNAME = cam_core
export VERILOG_FILES = /design/flow/design.v
export SDC_FILE = /design/flow/constraint.sdc
export NUM_CORES = 4
export LEC_CHECK = 1
export CORE_UTILIZATION = 50
==> flow/run.sh <==
#!/bin/bash
# OpenROAD 26Q1-2900-gdf79404cd8, Yosys 0.63+post, stock flow scripts
make -C /OpenROAD-flow-scripts/flow DESIGN_CONFIG=/design/flow/config.mk WORK_HOME=/design/flow/orfs finish
==> summary.txt <==
run results: Die Y between 300 and 400 um, type of origin of the critical path input pin, worst hold path type in2reg, Setup TNS Final 0 ns, Placer Congestion 0.882, Port Buf Inserts 77, Worst-path clk slew 0.06 ns, CTS Buffer Depth 3, Distinct lib cells used 41, drt initial violations 1453, mean post-synth cell area 16.9 sq um, crit path max fanout 9, initial antenna violation count 6, Async SR Flop Fraction 0%, Reg2Reg Setup Slack 2.10 ns, CTS tree done, Area growth syn-to-layout 11.9%, Core Density at Floorplan 50.7%, Initial DRT Pass Iterations 13, vias per cell 5.83, post-synth top area cell edfxtp_1, Antenna Nets Post-Route 0, # Max-Cap Violations 0, drt total wl 142 mm, GRT overflow 0, max-slew violation count 0, Synth Seq Share 70.8%, DRC violations left 0, number of global-route vias before repair between 20000 and 30000, Top area cell types edfxtp_1 71%, xnor2_1 15%, xor2_1 4.9%, worst-margin pin slew 0.979 ns, root buffer cell clkbuf_16, Num CTS Buffers 109, Post-CTS Hold Buffers 0, ratio of cells with drive above 1 in the final layout 13.7%, Routed wire per std cell around 34 um, die area 91100 sq um, Post-CTS Resized 0, Top-area cell share 70.6%, top cell type by instance count after synthesis edfxtp_1, final worst slack 1.36 ns, RSZ-0062 raised after global routing no, cycle use final a little over two thirds, top cells by count 1056 x edfxtp_1, 761 x xnor2_1, 249 x xor2_1, 186 x nand4_1, 84 x nor4_1, die width 302 um, Vias 24000, Fin. Hold Viols 0, Core Region 88600 sq um, Ports 79, largest net degree at the start of global routing 34, Yosys Instances between 2000 and 3000, CP required between 5 and 6 ns, P_leak around 16 nW, status complete, no violations, Top FF cell, synth edfxtp_1, Overall Global Routing Usage 35.7%, Post-CTS Setup Inserts 0, Fmax achieved 0.319 GHz, Core Rows ~110, YS warnings 1, Post-synth EDFFs 1056, Worst-Skew Late Latency 0.66 ns, CP Capture Type register, CTS HTree Levels 3, max_slew headroom about a third, Yosys chip area approximately 45000 sq um, Post-Syn Instances 2663, Synth Register Bits 1062, min Tclk post-route 3.14 ns, clk sink count 1062, synthesized area roughly 45000 sq um, worst endpoint data arrival time around 3.7 ns, number of warnings in the stage logs 27, Detail Placement HPWL 79.8 mm, final core utilization 56.7%, total power per unit cell area 419 nW/um^2, Min Hold Slack 0.434 ns, Crit Path Category in2reg, setup violators final 0, Place WS 0.778 ns, worst IR drop on VDD ~0.00037 V, Clock Skew between 0.02 and 0.03 ns, first-pass GRT wire length 195 mm
-- critical path, cell delays in order --
cell     delay, ns
buf_2         0.51
buf_4         0.43
buf_4         0.24
xnor2_2       0.14
nand4_1       0.15
nor4_1        0.41
nand4_1       0.21
o41ai_1       0.52
nor3_1        0.08
nand4_1       0.10
-- layer usage --
metal  track usage, %  up-vias  routed length, um
li1                 -    10200                  -
met1             41.9    11700              43100
met2             49.6     1872              64300
met3             31.8      254              29800
met4             9.46        9               4900
met5             2.12        -                175
-- registers in the layout (all words and copies together) (netlist names) --
signal        flops
lookup_addr       5
lookup_table   1056
lookup_hit        1
-- area by class of cell --
| type | count | area, sq um |
|---|---|---|
| Antenna cell | 6 | 15.0 |
| Clock buffer | 140 | 2930 |
| Clock inverter | 54 | 369 |
| Fill cell | 6553 | 38400 |
| Inverter | 8 | 30.0 |
| Multi-Input combinational cell | 1464 | 11800 |
| Sequential cell | 1062 | 31800 |
| Tap cell | 1165 | 1460 |
| Timing Repair Buffer | 223 | 1870 |
-- cell usage in the layout (no fill, tap or decap), types with 21 or more instances in the layout --
cell          n
nor4_1       84
buf_4       129
clkinv_1     26
edfxtp_1   1056
clkbuf_16   113
buf_2        57
nand4_1     186
clkbuf_1     27
nor3_1       27
xor2_1      249
buf_12       25
nor2_2       32
nand3_1      48
clkinv_2     21
xnor2_1     761
-- logic make-up (layout without fill, tap and decap cells) --
group,Yosys count,after routing,share of synthesized area (%)
compound gates,21,21,0.498
xor+xnor,1016,1016,19.9
buf+inv,137,425,3.17
flops,1062,1062,70.8
other cells,0,6,0
simple gates,427,427,5.61
-- final timing paths --
kind / startpoint / endpoint / depth (start not counted)
worst min-delay path: cam_data[17] / lookup_table[6][17] / 1
worst max-delay path: lookup_data[29] / lookup_hit / 10
worst min register to register: lookup_table[0][5] / lookup_hit / 5
worst max register to register: lookup_table[11][15] / lookup_addr[1] / 7
-- where the power goes --
part           switching [mW]  leakage [nW]  internal (mW)  total, mW
logic                    1.10          4.41          0.474       1.57
registers              0.0403          9.56           11.0       11.0
clock network            3.61          1.62           4.83       8.44
total                    4.75          15.6           16.3       21.1
-- metrics by stage --
step	power, mW	cells	cell area (sq um)
global placement	12.8	3922	47000
finish	21.1	4122	50300
detailed placement	12.8	3922	47000
floorplan	12.1	2663	44900
CTS	21.1	4116	50300
global route	21.6	4116	50300
Power figures rest on the tool's default switching activity, not on a simulated workload.
