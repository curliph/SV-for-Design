`flow/design.v`:
```
interface cpu_if (
    input logic clk,
    input logic reset
);
logic         timeout;
logic         read;
logic         write;
logic  [31:0] write_data;
logic  [31:2] address;
logic  [31:0] read_data;
logic         access_complete;
logic         invalid_address;
logic         invalid_access;
modport Slave (
    input  clk,
    input  reset,
    input  timeout,
    input  read,
    input  write,
    input  write_data,
    input  address,
    output read_data,
    output access_complete,
    output invalid_address,
    output invalid_access
);
modport Master (
    input  clk,
    input  reset,
    output timeout,
    output read,
    output write,
    output write_data,
    output address,
    input  read_data,
    input  access_complete,
    input  invalid_address,
    input  invalid_access
);
endinterface
module mem_apb_bridge #(
  parameter DATA_WIDTH = 32,
  parameter ADDR_WIDTH = 32,
  parameter PSEL_WIDTH = 1
  ) (
  input  logic                  PCLK,
  input  logic                  PRESETn,
  output logic [ADDR_WIDTH-1:0] PADDR,
  output logic [PSEL_WIDTH-1:0] PSELx,
  output logic                  PENABLE,
  output logic                  PWRITE,
  output logic [DATA_WIDTH-1:0] PWDATA,
  input  logic                  PREADY,
  input  logic [DATA_WIDTH-1:0] PRDATA,
  input  logic                  PSLVERR,
  input  logic [PSEL_WIDTH-1:0] read,
  input  logic [PSEL_WIDTH-1:0] write,
  input  logic [ADDR_WIDTH-1:0] address,
  input  logic [DATA_WIDTH-1:0] write_data,
  output logic [DATA_WIDTH-1:0] read_data,
  output logic [PSEL_WIDTH-1:0] access_complete = 0,
  output logic [PSEL_WIDTH-1:0] invalid_access = 0,
  output logic [PSEL_WIDTH-1:0] invalid_address = 0
  );
  typedef enum {IDLE,SETUP,ACCESS} state_type;
  state_type state = IDLE;
  logic [PSEL_WIDTH-1:0] channel_select;
  logic transfer_read;
  logic transfer_write;
  assign transfer_read  = |(read  & channel_select);
  assign transfer_write = |(write & channel_select);
  always_ff @(posedge PCLK) begin
    if (state == IDLE && (transfer_read | transfer_write)) begin
      PADDR <= address;
    end else if (state == ACCESS && PREADY && (transfer_read | transfer_write)) begin
      PADDR <= address;
    end
  end
  always_ff @(posedge PCLK) begin
    if (!PRESETn) begin
      PWRITE <= 1'b0;
    end else if (state == IDLE && transfer_write) begin
      PWRITE <= 1'b1;
    end else if (state == ACCESS && PREADY && transfer_write) begin
      PWRITE <= 1'b1;
    end else if (state == ACCESS && PREADY) begin
      PWRITE <= 1'b0;
    end
  end
  always_ff @(posedge PCLK) begin
    if (state == IDLE && transfer_write) begin
      PWDATA <= write_data;
    end else if (state == ACCESS && PREADY && transfer_write) begin
      PWDATA <= write_data;
    end
  end
  always_ff @(posedge PCLK) begin
    if (state == ACCESS && PREADY && !PWRITE) begin
      read_data <= PRDATA;
    end
  end
  always_ff @(posedge PCLK) begin
    if (!PRESETn) begin
      access_complete <= {PSEL_WIDTH{1'b0}};
    end else if (state == ACCESS && PREADY) begin
      access_complete <= channel_select >>> 1;
    end else begin
      access_complete <= {PSEL_WIDTH{1'b0}};
    end
  end
  always_ff @(posedge PCLK) begin
    if (!PRESETn) begin
      invalid_access <= {PSEL_WIDTH{1'b0}};
    end else if (state == ACCESS && PREADY && PSLVERR) begin
      invalid_access <= channel_select >>> 1;
    end else begin
      invalid_access <= {PSEL_WIDTH{1'b0}};
    end
  end
  always_ff @(posedge PCLK) begin
    if (!PRESETn) begin
      state <= IDLE;
      PSELx <= {PSEL_WIDTH{1'b0}};
      PENABLE <= 1'b0;
      channel_select <= {{PSEL_WIDTH-1{1'b0}},1'b1};
    end else begin
      case (state)
        IDLE : begin
          if (transfer_read | transfer_write) begin
            state <= SETUP;
            PSELx <= channel_select;
          end
          channel_select <= channel_select <<< 1;
        end
        SETUP : begin
          state <= ACCESS;
          PENABLE <= 1'b1;
        end
        ACCESS : begin
          if (PREADY && (transfer_read | transfer_write)) begin
            state <= SETUP;
            PSELx <= channel_select;
            channel_select <= channel_select <<< 1;
          end else if (PREADY) begin
            state <= IDLE;
            PSELx <= {PSEL_WIDTH{1'b0}};
            PENABLE <= 1'b0;
          end
        end
        default : begin
          state <= IDLE;
          PSELx <= {PSEL_WIDTH{1'b0}};
          PENABLE <= 1'b0;
          channel_select <= {{PSEL_WIDTH-1{1'b0}},1'b1};
        end
      endcase
    end
  end
endmodule
```
`flow/config.mk`:
```
export PLATFORM = sky130hd
export DESIGN_NAME = mem_apb_bridge
export DESIGN_NICKNAME = mem_apb_bridge
export VERILOG_FILES = /design/flow/design.v
export SDC_FILE = /design/flow/constraint.sdc
export NUM_CORES = 4
export LEC_CHECK = 1
export CORE_UTILIZATION = 40
```
`flow/constraint.sdc`:
```
current_design mem_apb_bridge

set clk_period 8.0
set clk_io_pct 0.2

create_clock -name clk0 -period $clk_period [get_ports {PCLK}]

set non_clock_inputs [all_inputs -no_clocks]
set_input_delay [expr $clk_period * $clk_io_pct] -clock clk0 $non_clock_inputs
set_output_delay [expr $clk_period * $clk_io_pct] -clock clk0 [all_outputs]
```
`flow/run.sh`:
```
#!/bin/bash
# OpenROAD 26Q1-2900-gdf79404cd8, Yosys 0.63+post, stock flow scripts
make -C /OpenROAD-flow-scripts/flow DESIGN_CONFIG=/design/flow/config.mk WORK_HOME=/design/flow/orfs finish
```
==> reports/metrics.csv <==
metric,value,unit
multi-input logic area,173,um^2
clk buf depth,2,
Final setup viols,0,
fin crit share,36.9,%
crit path kind,in2reg,
Port Buffers,199,
Worst Path Max Fanout,32,
FMAX,0.339,GHz
Static Leakage,1.90,nW
hold path start,PSELx,
crit-path cells,clkdlybuf4s50_1 > nand2b_2 > nand3b_4 > nor2_2 > buf_4,
Worst EP arrival,2960,ps
DR pass1 iterations,4,
Die Size,8350,um^2
Die Y,91.4,um
post-synthesis cell count,135,
r2r setup slk,6520,ps
"Cell Area, Placed",5320,um^2
max cap viols,0,
Post-DP HPWL,5180,um
post-cts hold-fix buffer tally,0,
CTS tree,done,
CP Capture Type,register,
Reg area,3000,um^2
reg2reg path depth,3,
largest net degree at the start of global routing,33,
"Min Clock Period, post-route",2950,ps
Top Ports,204,
RR Endpoint,read_data[26],
CP max stage cell,clkdlybuf4s50_1,
"Power, Total",1.07,mW
DRT antenna net count,0,
Root Buffer,clkbuf_8,
Core Region,7730,um^2
TNS Setup,0,ps
fin area,5530,um^2
RSZ-0062 raised after global routing,false,
Die X,91.4,um
Antenna Cells,0,
Mapped Area,3200,um^2
CTS resizes,0,
vias in the first global route,1916,
final hold vios,0,
Vias/cell,4.42,
global-route wire length before repair,10400,um
"Seq/Total Area, Yosys",93.9,%
total clock sinks,102,
maximum VDD drop,0.112,mV
critical path's top delay family,buffers and inverters,
mean post-synth cell area,23.7,um^2
Hold Path Class,reg2reg,
Yosys reg bits,102,
Startpoint Class,primary input,
Critical path buffers and inverters,2,
row cnt,32,
Pins Over Slew Limit,0,
worst path required time,8000,ps
wire length per cell,15.1,um
"Clk pin slew, worst setup/hold paths",90,ps
CTS Buf Count,9,
Routed WL,6850,um
Yosys Warn Count,1,
distinct cell type count after synthesis,18,
Skew-Pair Late Insertion Delay,350,ps
drt initial violations,131,
Yosys Chip Area,3200,um^2
Fill cells,533,
gpl congestion,0.838,
r2r startpoint,state[1],
Top cells excl fill/tap,"clkdlybuf4s50_1, edfxtp_1, clkbuf_8",
most frequent logic cell in the layout,clkdlybuf4s50_1,
CP max stage delay,580,ps
post-route DRC violation count,0,
H-tree levels,3,
Tot GR Track Use,18.4,%
P per Cell Area,193,nW/um^2
Worst Setup EP,PADDR[6],
Synth-to-Final Area Change,72.8,%
fraction of layout cells with a size suffix above 1,6.29,%
total global routing overflow,0,
post-CTS setup buffers,0,
ys cells,135,
initial antenna violation count,0,
Crit. path cell count,5,
fp util,41.4,%
Crit. Startpoint,PREADY,
status,"complete, no violations",
worst clock skew,6.07,ps
DR vias,2000,
OpenROAD warnings,27,
## how the worst min path moves through the flow
stage     endpoint  depth (start not counted)
6_report     PSELx                          2
5_1_grt      PSELx                          2
4_1_cts      PSELx                          2
## registers in the layout, indices dropped and copies added (netlist names)
| name | flops |
|---|---|
| PENABLE | 1 |
| PADDR | 32 |
| state | 2 |
| read_data | 32 |
| channel_select | 1 |
| PSELx | 1 |
| PWDATA | 32 |
| PWRITE | 1 |
## layout make-up
class	instances	share of cell area, %
multi-input combinational	29	3.13
timing repair buffer	202	36.5
clock inverter	3	0.815
tap	102	2.31
clock buffer	13	2.88
sequential	102	54.3
inverter	1	0.0679
## through the flow
step | utilization (%) | setup slack (ps) | cells | hold slack, ps
after global routing | 71.5 | 5000 | 452 | 533
after detailed placement | 68.9 | 4720 | 436 | 476
after CTS | 71.5 | 5080 | 452 | 489
final | 71.5 | 5050 | 452 | 477
after global placement | 68.9 | 4730 | 436 | 463
after floorplan | - | 3680 | 137 | 425
## cell usage after synthesis
library cell  number  area, um^2
o211ai_1           2        15.0
nor2b_1            1        6.26
nor3_1             1        5.00
o21ai_1            2        10.0
dfxtp_1            6         120
mux2i_1            1        10.0
nand2_1            3        11.3
a31oi_1            1        6.26
nand2b_2           1        8.76
edfxtp_1          96        2880
inv_1              1        3.75
buf_4              4        30.0
o21ai_0            5        25.0
conb_1             1        3.75
nor2_1             5        18.8
nand3b_4           1        20.0
buf_2              1        5.00
nand3_1            3        15.0
## metal layers
layer  vias to the layer above  routed length [um]  global-route usage, %  share of wire [%]
met5                         -                   0                      0                  0
met2                       136                3280                   26.2                 48
met3                         9                 907                   8.67                 13
met4                         0                  84                   3.04                1.2
met1                       917                2570                   29.7                 38
li1                        938                   -                      -                  -
## worst min-delay path: stages (launching register included)
cell	delay, ps
dfxtp_1	320
nand3_1	60
o21ai_1	50
## where the power goes
part,switching [mW],internal (mW),leakage (nW)
Sequential,0.00905,0.619,0.943
Combinational,0.0292,0.0877,0.857
Clock,0.160,0.162,0.0959
## logic make-up (layout without fill, tap and decap cells)
family                 Yosys count  count (layout)  synth area share [%]
other                            1               3                 0.117
and+or+nand+nor                 15              15                  2.66
AOI/OAI and AO/OA               10              10                  1.76
muxes                            1               1                 0.313
buffers and inverters            6             219                  1.21
DFF                            102             102                  93.9
Power figures rest on the tool's default switching activity, not on a simulated workload.
