==> design.v <==
interface cpu_if (
    input logic clk,
    input logic reset
);
logic         timeout;
logic         read;
logic         write;
logic  [31:0] write_data;
logic  [31:2] address;
logic  [31:0] read_data;
logic         access_complete;
logic         invalid_address;
logic         invalid_access;
modport Slave (
    input  clk,
    input  reset,
    input  timeout,
    input  read,
    input  write,
    input  write_data,
    input  address,
    output read_data,
    output access_complete,
    output invalid_address,
    output invalid_access
);
modport Master (
    input  clk,
    input  reset,
    output timeout,
    output read,
    output write,
    output write_data,
    output address,
    input  read_data,
    input  access_complete,
    input  invalid_address,
    input  invalid_access
);
endinterface
module jtag_tap_controller #(
  parameter DATA_WIDTH = 32
) (
  input  logic TCLK,
  input  logic TRST,
  input  logic TMS,
  input  logic TDI,
  output logic TDO,
  output logic clk,
  output logic reset,
  output logic [DATA_WIDTH-1:0] data_reg,
  output logic data_reg_valid,
  output logic [DATA_WIDTH-1:0] inst_reg,
  output logic inst_reg_valid
);
  assign clk = TCLK;
  assign reset = TRST;
  assign TDO = TDI;
  typedef enum {
    TEST_RESET,TEST_IDLE,
    DR_SELECT,DR_CAPTURE,DR_SHIFT,DR_EXIT1,DR_PAUSE,DR_EXIT2,DR_UPDATE,
    IR_SELECT,IR_CAPTURE,IR_SHIFT,IR_EXIT1,IR_PAUSE,IR_EXIT2,IR_UPDATE
  } state_type;
  state_type state;
  always_ff @(posedge clk) begin
    if (reset) begin
      data_reg_valid <= 1'b0;
    end else begin
      data_reg_valid <= state == DR_UPDATE;
    end
  end
  always_ff @(posedge clk) begin
    if (state == DR_SHIFT) begin
      data_reg <= {data_reg[DATA_WIDTH-2:0],TDI};
    end
  end
  always_ff @(posedge clk) begin
    if (reset) begin
      inst_reg_valid <= 1'b0;
    end else begin
      inst_reg_valid <= state == IR_UPDATE;
    end
  end
  always_ff @(posedge clk) begin
    if (state == IR_SHIFT) begin
      inst_reg <= {inst_reg[DATA_WIDTH-2:0],TDI};
    end
  end
  always_ff @(posedge clk) begin
    if (reset) begin
      state <= TEST_RESET;
    end else begin
      case (state)
        TEST_RESET : state <= TMS ? TEST_RESET : TEST_IDLE;
        TEST_IDLE  : state <= TMS ? DR_SELECT  : TEST_IDLE;
        DR_SELECT  : state <= TMS ? IR_SELECT  : DR_CAPTURE;
        DR_CAPTURE : state <= TMS ? DR_EXIT1   : DR_SHIFT;
        DR_SHIFT   : state <= TMS ? DR_EXIT1   : DR_SHIFT;
        DR_EXIT1   : state <= TMS ? DR_UPDATE  : DR_PAUSE;
        DR_PAUSE   : state <= TMS ? DR_EXIT2   : DR_PAUSE;
        DR_EXIT2   : state <= TMS ? DR_UPDATE  : DR_SHIFT;
        DR_UPDATE  : state <= TMS ? DR_SELECT  : TEST_IDLE;
        IR_SELECT  : state <= TMS ? TEST_RESET : IR_CAPTURE;
        IR_CAPTURE : state <= TMS ? IR_EXIT1   : IR_SHIFT;
        IR_SHIFT   : state <= TMS ? IR_EXIT1   : IR_SHIFT;
        IR_EXIT1   : state <= TMS ? IR_UPDATE  : IR_PAUSE;
        IR_PAUSE   : state <= TMS ? IR_EXIT2   : IR_PAUSE;
        IR_EXIT2   : state <= TMS ? IR_UPDATE  : IR_SHIFT;
        IR_UPDATE  : state <= TMS ? DR_SELECT  : TEST_IDLE;
        default    : state <= TEST_RESET;
      endcase
    end
  end
endmodule
==> run.sh <==
#!/bin/bash
# OpenROAD 26Q1-2900-gdf79404cd8, Yosys 0.63+post, stock flow scripts
make -C /OpenROAD-flow-scripts/flow DESIGN_CONFIG=/design/flow/config.mk WORK_HOME=/design/flow/orfs finish
==> config.mk <==
export PLATFORM = sky130hd
export DESIGN_NAME = jtag_tap_controller
export DESIGN_NICKNAME = jtag_tap_controller
export VERILOG_FILES = /design/flow/design.v
export SDC_FILE = /design/flow/constraint.sdc
export NUM_CORES = 4
export LEC_CHECK = 1
export CORE_UTILIZATION = 40
==> constraint.sdc <==
current_design jtag_tap_controller

set clk_period 3.2
set clk_io_pct 0.2

create_clock -name clk0 -period $clk_period [get_ports {TCLK}]

set non_clock_inputs [all_inputs -no_clocks]
set_input_delay [expr $clk_period * $clk_io_pct] -clock clk0 $non_clock_inputs
set_output_delay [expr $clk_period * $clk_io_pct] -clock clk0 [all_outputs]
==> GITHUB_STEP_SUMMARY <==
### Metrics collected by this job

| Metric | Value |
|---|---|
| Status | completed |
| Stage-log warning count | 26 |
| Cells after Synth | 113 |
| Count of boundary I/O pins | 73 |
| Routability cong. | 0.834 |
| N_diodes | 0 |
| First-pass DRT Iterations | 4 |
| Hold Slack | 0.446 ns |
| Max-slew violation total from the final report | 0 |
| Mapped cell area | 2470 um2 |
| First-pass GRT wire length | 6.08 mm |
| Yosys reg bits | 82 |
| Avg Vias per Cell | 4.65 |
| Largest net degree at the start of global routing | 34 |
| RSZ-0062 raised after global routing | no |
| Final wirelength | 3.94 mm |
| Critical path type | clock port to output port |
| Worst path arrival time | 2.22 ns |
| Gr ovfl total | 0 |
| Insertion Delay late pin | 0.44 ns |
| Netlist cell types | 15 |
| Overall Power | 2.04 mW |
| Detailed placement HPWL | 2.53 mm |
| Async S/R FF share, synth | 0% |
| Synth Warn # | 1 |
| TritonCTS clock tree | built |
| Gate Area | 169 um2 |
| Chip area | 6500 um2 |
| IO buf count | 72 |
| Worst vdd ir | 0.368 mV |
| Mean Syn Cell Area | 21.9 um2 |
| Synth Seq Share | 92.3% |
| Num rows | 28 |
| Chip Area, Yosys | 2470 um2 |
| Critical path peak fanout | 2 |
| Initial antenna violation count | 0 |
| FF+latch area | 2280 um2 |
| Layout cells sized above 1 | 9.36% |
| # fillers | 447 |
| Startpoint Class | clock port |
| Setup TNS Final | 0 ns |
| Cell total in the yosys stat output | 113 |
| Core Region | 5960 um2 |
| Post-route ant nets | 0 |
| Setup violators final | 0 |
| Non-filler instance count after layout | 278 |
| Post-synth EDFFs | 64 |
| # placed instances | 259 |
| Final Hold Violation Tally | 0 |
| CTS hold repair buffers | 0 |
| CTS resizes | 0 |
| PwrDens | 579 nW/um2 |
| Syn-to-layout area delta | 42.8% |
| Slew margin rel. | 58.4% |
| Overall Global Routing Usage | 13.6% |
| Worst clock skew | 0.00664 ns |
| Vias in the first global route | 1,308 |
| Via count | 1,292 |
| Width of the die | 80.6 um |
| Hold WC Path Type | flip-flop to flip-flop |
| Endpoint class of the critical path | output port |
| 1st-iter DRT viols | 52 |
| P_leak | 1.19 nW |
| Total of max-cap violations | 0 |
| Die Y | 80.6 um |
| Fp util | 41.5% |
| Remaining DRCs | 0 |
| Postcts setup bufs | 0 |
| Wire per inst | 14.2 um |
| Critical Path RT | 2.56 ns |
| Worst-Margin Slew | 0.623 ns |
| Post-synth top flop | edfxtp_1 |
| CTS clk-pin slew, worst paths | 0.07 ns |
worst max-delay path: stages:
cell	delay [ns]
clkbuf_8	0.11
clkbuf_8	0.12
clkdlybuf4s50_1	0.39
routing by layer:
layer	wire (um)	track usage, %	up-vias
met5	0	0	-
met4	89	3.57	0
met3	396	7.15	8
met2	1640	17.5	75
met1	1820	22.3	620
li1	-	-	589
per-stage QoR:
| stage | cell area [um2] | util (%) | worst slack (ns) |
|---|---|---|---|
| floorplan | 2470 | - | 0.862 |
| global placement | 3280 | 55.1 | 0.593 |
| global route | 3530 | 59.3 | 0.331 |
| finish | 3530 | 59.3 | 0.345 |
| CTS | 3530 | 59.3 | 0.335 |
| detailed placement | 3280 | 55.1 | 0.593 |
where the power goes:
group,leakage [nW],total (mW),switching [mW],internal (mW)
clock,0.123,0.889,0.352,0.537
sequential,0.721,1.14,0.00180,1.14
combinational,0.350,0.0183,0.00767,0.0106
total,1.19,2.04,0.362,1.68
area by class of cell:
| class | instances | area share, % |
|---|---|---|
| Sequential cell | 82 | 64.6 |
| Timing Repair Buffer | 73 | 20.5 |
| Multi-Input combinational cell | 28 | 4.78 |
| Clock buffer | 15 | 5.17 |
| Tap cell | 75 | 2.66 |
| Clock inverter | 5 | 2.23 |
logic make-up after synthesis:
logic type / Yosys count / synth area share [%]
compound gates: 8 / 2.33
buf+inv: 3 / 0.910
flops: 82 / 92.3
simple gates: 20 / 4.50
path summary, 6_finish.rpt:
| path | to | cells after the start | slack [ns] | startpoint |
|---|---|---|---|---|
| min | data_reg[5]$_DFFE_PP_ | 0 | 0.45 | data_reg[4]$_DFFE_PP_ |
| max | clk | 3 | 0.34 | TCLK |
| max reg2reg | state[8]$_DFF_P_ | 4 | 1.63 | state[2]$_DFF_P_ |
| min reg2reg | data_reg[5]$_DFFE_PP_ | 0 | 0.45 | data_reg[4]$_DFFE_PP_ |
cell usage in the layout, fill, tap and decap left out, types with 3 or more instances in the layout:
cell type and n:
dfxtp_1 18, clkdlybuf4s50_1 72, o21a_1 5, nor2_1 5, clkbuf_8 12, edfxtp_1 64
and2_1 5, nor2b_1 3
Yosys cell counts, drive strengths merged, types with 2 or more instances:
| cell type | instances | share of area (%) |
|---|---|---|
| and2 | 5 | 1.3 |
| buf | 3 | 0.91 |
| dfxtp | 18 | 15 |
| edfxtp | 64 | 78 |
| nand2 | 2 | 0.30 |
| nor2 | 5 | 0.76 |
| nor2b | 3 | 0.76 |
| nor3 | 2 | 0.40 |
| o21a | 5 | 1.5 |
No activity file was given, so power comes from the tool's default toggle rates.
